==> /design/flow/design.v <==
`timescale 1ns / 1ps
module RegisterFile(ReadRegister1, ReadRegister2, WriteRegister, WriteData, RegWrite, Clk, ReadData1, ReadData2);
	input [4:0] ReadRegister1;      
	input [4:0] ReadRegister2;      
	input [4:0] WriteRegister;      
	input [31:0] WriteData;
	input RegWrite;
	input Clk;
	  reg [31:0] regFile [31:0];
	output reg [31:0] ReadData1;
	output reg [31:0] ReadData2;
	integer i;
	initial
	begin
	       for(i = 0; i < 32; i = i + 1) begin 
	       regFile[i] = 0;
	       end
	end
  always @(negedge Clk) begin	 
	     ReadData1 <= regFile[ReadRegister1];  
	     ReadData2 <= regFile[ReadRegister2];
    end
    always @(posedge Clk) begin      
    	   if (RegWrite)
    	   regFile[WriteRegister] <= WriteData[31:0];
    end
endmodule
==> /design/flow/run.sh <==
#!/bin/bash
# OpenROAD 26Q1-2900-gdf79404cd8, Yosys 0.63+post, stock flow scripts
make -C /OpenROAD-flow-scripts/flow DESIGN_CONFIG=/design/flow/config.mk WORK_HOME=/design/flow/orfs finish
==> /design/flow/config.mk <==
export PLATFORM = sky130hd
export DESIGN_NAME = RegisterFile
export DESIGN_NICKNAME = RegisterFile
export VERILOG_FILES = /design/flow/design.v
export SDC_FILE = /design/flow/constraint.sdc
export NUM_CORES = 4
export LEC_CHECK = 1
export CORE_UTILIZATION = 40
==> /design/flow/constraint.sdc <==
current_design RegisterFile

set clk_period 8.3
set clk_io_pct 0.2

create_clock -name clk0 -period $clk_period [get_ports {Clk}]

set non_clock_inputs [all_inputs -no_clocks]
set_input_delay [expr $clk_period * $clk_io_pct] -clock clk0 $non_clock_inputs
set_output_delay [expr $clk_period * $clk_io_pct] -clock clk0 [all_outputs]
==> summary.txt <==
Update from the flow run.

The depth of the worst register-to-register path is 5. The floorplan die area is about 130000 um^2. The number of antenna violations at the first check in global routing came to 3. For the pin with the worst max-slew slack, the measured transition is 1.03 ns. The buffer and inverter count on the worst path is 1. The iteration count of the initial detailed-routing pass is 28. The synthesized instance count is 3451. The average instance in the mapped netlist occupies 14.5 um^2.

The kind of start point of the critical path is a flip-flop. The power per cell area is 214 nW/um^2. The type of the setup path with the least slack is flip-flop to output pin.

The global routing usage summed across all routing layers is 26.6%. The net switching power figure is 0.00291 W. The clock tree from TritonCTS is yes. Data on the critical path arrives at its endpoint at a little under 6 ns. The routed layout has 31700 vias. The post-route setup TNS is 0 ns. The number of global-route vias before repair is 32800.

The worst clock skew is a little over 0.02 ns. The tree is rooted in a sky130_fd_sc_hd__clkbuf_16. The script extracted a total leakage power of 21.7 nW. The terminus of the critical flop-to-flop path is ReadData2[1]. For this run, the register share of the synthesized area comes to 64.0%.

According to the dpl log, the detail-placed design has an HPWL of about 92000 um. The cts-stage hold buffer count is 0. The aggregate routed wire length is ~160000 um.

The diode insertion count for antenna repair is 0. In this run, the combinational gates consume 8.7% of the power. The number of clock sinks came to 1088.

The max-slew check reports its worst relative slack as 31.3%. Looking at the clock tree report, the maximum root-to-sink buffer count equals 3. The count of routing violations after the opening detailed-route iteration is about 2200. Summing over the stages, the warning tally comes to 90.

The biggest fanout along the worst timing path is 1. The fraction of layout cells with a size suffix above 1 is 11.2%. Setup slack on the worst reg-to-reg path comes out at 2.67 ns.

The largest vdd supply drop is about 0.00017 V. The yosys stat cell total is 3451. The report lists the number of cells resized after CTS as 0. After global routing the overflow that remains totals 0. At the later pin of the worst-skew pair, clock insertion delay measures 0.71 ns. The flop and latch count out of synthesis is 1088. Counting the buffers created by CTS gives ~110.

The critical path endpoint has a required time of 6.64 ns. The deepest level of the CTS H-tree is 3. According to the timing report, the critical path is captured at ReadData2[8]. The tool flagged a number of max-cap violations equal to 0. The number of failing hold endpoints at the final stage is 0. The launch point of the critical path is ReadData2[8]. In this run the cell area measured after placement is 54100 um^2. For reference, the critical path cell chain is clkdlybuf4s50_1. The internal power of the cells totals 0.00955 W. The script parses the final routing iteration and logs DRC violations as 0. Per the finish-stage timing summary, setup violations number 0. The count of input and output buffers is ~110. Entering global routing, the biggest net connects 79 pins. The horizontal die dimension reported for this design is 356 um. The number of slew-limit violations in the final report is 0. The average via count per standard cell is 5.85.

The startpoint identified for the worst register-to-register timing path is regFile[6][1]. The routability-driven placement congestion ratio is 0.898. The layout stage reports a final design area of 58100 um^2. STA classifies the critical path endpoint as an output pin. The area added between synthesis and finish is 16.0%. The first global-routing pass estimated 225000 um of wire. The yosys synthesis warning count is 1. The slowest stage cell on the critical path is sky130_fd_sc_hd__clkdlybuf4s50_1. The number of nets with antenna violations after routing is 0.

The switching part of the total is 23.4%. Measured along the y axis, the die boundary spans 356 um. The average routed wire per standard cell is 28.9 um. Looking at the worst setup and hold paths, the clock pins of their registers show a slew of around 0.060 ns.

The initial utilization of the core area, before any placement, comes to 40.4%. The floorplan report gives the top-level pin count as 113. For reference, the placement row count at floorplan is 129. In this run the post-CTS setup repair buffer count came out at 0. Setup repair after global routing left no endpoint under its margin.

The core region is 124000 um^2. STA reports the tightest min-delay check as being of type primary input to flip-flop. The netlist area before placement is 50100 um^2. The synthesis area per yosys is 50100 um^2.

The share of power burned in registers is between 40 and 50%. The count of cell types in the netlist is 25. The biggest cell delay along the critical path is 0.63 ns. The clock group share of total power is 41.7%. The run finished with clean final reports. The cell type group with the largest total delay on the critical path is buffers and inverters. All stages included, the depth of the critical timing path comes to 1.
==> final cells by class <==
class / count / area (um^2)
repair buffers: 315 / 3260
well taps: 1637 / 2050
clock buffers: 137 / 3000
clock inverters: 144 / 971
flip-flops and latches: 1088 / 32000
multi-input cells: 2109 / 16800
fillers: 10500 / 65900
==> cells in the final DEF, fill, tap and decap left out, types with 3 or more instances in the layout <==
cell and n:
sky130_fd_sc_hd__clkinvlp_4 4, sky130_fd_sc_hd__a22oi_1 192, sky130_fd_sc_hd__bufinv_16 10, sky130_fd_sc_hd__clkbuf_1 19, sky130_fd_sc_hd__nor3_1 64, sky130_fd_sc_hd__nand3b_1 5, sky130_fd_sc_hd__nor2b_4 4, sky130_fd_sc_hd__inv_1 70
sky130_fd_sc_hd__clkinv_2 15, sky130_fd_sc_hd__a31oi_1 64, sky130_fd_sc_hd__buf_4 155, sky130_fd_sc_hd__nand3_1 194, sky130_fd_sc_hd__nor2_4 34, sky130_fd_sc_hd__dfxtp_1 64, sky130_fd_sc_hd__inv_6 4, sky130_fd_sc_hd__clkdlybuf4s50_1 110
sky130_fd_sc_hd__a22o_1 128, sky130_fd_sc_hd__or3b_2 3, sky130_fd_sc_hd__nand2b_2 4, sky130_fd_sc_hd__buf_12 48, sky130_fd_sc_hd__clkbuf_16 116, sky130_fd_sc_hd__mux2i_1 1024, sky130_fd_sc_hd__bufinv_8 5, sky130_fd_sc_hd__edfxtp_1 1024
sky130_fd_sc_hd__nand2_1 193, sky130_fd_sc_hd__clkinvlp_2 6, sky130_fd_sc_hd__clkinv_1 25, sky130_fd_sc_hd__a21oi_1 192
==> layer usage <==
layer	wire [um]	GRT usage, %	up-vias
met5	70	0.264	-
met4	5750	7.70	6
met3	21000	15.1	271
met2	72400	39.3	1753
met1	57600	34.7	15600
li1	-	-	14100
==> metrics by stage <==
step / setup WS [ns] / hold WS (ns) / total power, W / std cells / util [%]
after global routing: 0.649 / 1.79 / 0.0128 / 5430 / 46.9
final: 0.665 / 1.77 / 0.0125 / 5430 / 46.9
after global placement: 0.344 / 2.49 / 0.00741 / 5150 / 43.7
after detailed placement: 0.317 / 2.50 / 0.00741 / 5150 / 43.7
after floorplan: 1.29 / 1.76 / 0.00689 / 3451 / -
after CTS: 0.655 / 1.75 / 0.0125 / 5430 / 46.9
==> Yosys cell counts, drive strengths merged <==
master,number,area [um^2]
a22o,128,1120
edfxtp,1024,30700
mux2i,1024,10200
nand3,194,971
nor2,35,131
nand2b,4,25.0
nor3,64,320
or2,2,12.5
inv,1,3.75
a22oi,192,1440
or3b,3,26.3
and2,2,12.5
nor2b,4,25.0
a21oi,192,961
a31oi,64,400
or3,1,6.26
clkbuf,88,345
dfxtp,64,1280
nand2,195,732
nand3b,5,37.5
buf,165,1220
==> power by group through the flow <==
stage | clock network [W] | logic, W | registers (W)
finish | 0.00520 | 0.00108 | 0.00618
global route | 0.00551 | 0.00115 | 0.00618
CTS | 0.00527 | 0.00108 | 0.00618
==> state kept, by name, summed over array words and instances, names as in the netlist <==
signal,cells
regFile,1024
ReadData1,32
ReadData2,32
==> worst min path at each step <==
stage | from | end | slack, ns | depth (start not counted)
5_1_grt | WriteData[7] | regFile[22][7] | 1.79 | 2
4_1_cts | WriteData[7] | regFile[22][7] | 1.75 | 2
6_report | WriteData[15] | regFile[26][15] | 1.77 | 2
==> cell families after synthesis <==
logic type / synth area share [%]
buffers and inverters: 3.13
AND/OR/NAND/NOR: 4.59
multiplexers: 20.5
flip-flops: 64.0
AND-OR/OR-AND: 7.84
Power is estimated from default activity; no workload was simulated.
